==> flow/design.v <==
module GOTO_ADDR(CLK, RST, ADDR_G);
input CLK;
input RST;
output [11:0]ADDR_G;
reg [11:0]ADDR_G;
always @(posedge CLK)
  begin
if (~RST)
      ADDR_G <= 11'd0;
    else if (ADDR_G == 11'd15)
      ADDR_G <= 11'd0;
    else
      ADDR_G <= ADDR_G + 1'b1;
  end
endmodule
==> flow/run.sh <==
#!/bin/bash
# OpenROAD 26Q1-2900-gdf79404cd8, Yosys 0.63+post, stock flow scripts
make -C /OpenROAD-flow-scripts/flow DESIGN_CONFIG=/design/flow/config.mk WORK_HOME=/design/flow/orfs finish
==> flow/config.mk <==
export PLATFORM = sky130hd
export DESIGN_NAME = GOTO_ADDR
export DESIGN_NICKNAME = GOTO_ADDR
export VERILOG_FILES = /design/flow/design.v
export SDC_FILE = /design/flow/constraint.sdc
export NUM_CORES = 4
export LEC_CHECK = 1
export CORE_AREA = 10 10 70 70
export DIE_AREA = 0 0 80 80
==> flow/constraint.sdc <==
current_design GOTO_ADDR

set clk_period 4.2
set clk_io_pct 0.2

create_clock -name clk0 -period $clk_period [get_ports {CLK}]

set non_clock_inputs [all_inputs -no_clocks]
set_input_delay [expr $clk_period * $clk_io_pct] -clock clk0 $non_clock_inputs
set_output_delay [expr $clk_period * $clk_io_pct] -clock clk0 [all_outputs]
==> results.json <==
{
  "worst_slack_ns": 2.11,
  "cts_setup_buffers": 0,
  "hold_end": "ADDR_G[0]",
  "hpwl_um": 959,
  "critPathSlowestCell": "clkdlybuf4s50_1",
  "finalClockPeriodUsage_pct": 49.7,
  "reg_top3": "ADDR_G (12)",
  "r2r_slack_ns": 2.32,
  "cts_buffer_depth": 2,
  "cts_hold_repair.buffers": 0,
  "finClkSkew_ns": 0.000972,
  "p_seq_share_pct": 53.2,
  "drtPass1Iterations": 4,
  "overflow": 0,
  "postRouteWirelength_um": 1320,
  "cts_buffers": 3,
  "placementRows": 21,
  "irDropWorstVdd_v": 0.000161,
  "clk_transition_reported_paths_ns": 0.08,
  "leakagePower_nw": 0.238,
  "dieArea_mm2": 0.00640,
  "cts-root-buf": "clkbuf_4",
  "vias_per_cell": 4.14,
  "wl_per_cell_um": 11.1,
  "layout-area-overhead-vs-synth_pct": 41.0,
  "fill_cells": 372,
  "worstRegToRegCells": 3,
  "rsz0062_at_grt": "false",
  "syn_area_um2": 519,
  "drv_cap": 0,
  "num_vias": 493,
  "ys_cells": 57,
  "clock_sinks": 12,
  "cp.arrival_ns": 1.25,
  "end_kind": "output port",
  "insertion_delay_ns": 0.27,
  "netSwitchingFraction_pct": 21.3,
  "synth_cell_types": 18,
  "worst_pin_slew_ns": 0.798,
  "core_mm2": 0.00342,
  "crit_type": "flop to output port",
  "synth-seq-cells": 12,
  "gp_congestion": 0.761,
  "cts_tree": "built",
  "reg2reg_to": "ADDR_G[4]",
  "synth-main-ff-cell": "dfxtp_1",
  "crit_required_ns": 3.36,
  "chipHeight_um": 80,
  "power_switching_uw": 47.6,
  "max_stage_delay_ns": 0.52,
  "p_per_area_mw_per_mm2": 305,
  "pin_count": 14,
  "drcViolationCount": 0,
  "reg2reg_from": "ADDR_G[8]",
  "period_needed_ns": 2.09,
  "logic_area_um2": 260,
  "portBuffers": 13,
  "combPwrFrac_pct": 5.0,
  "ys_warn_count": 1,
  "antenna_left": 0,
  "max_clock_freq_mhz": 479,
  "die_w_um": 80,
  "edf_count": 0,
  "min_path_type": "flop to flop",
  "holdPathStages": 1,
  "hold_viol_final": 0,
  "ff_latch_area_um2": 240,
  "status": "finished clean",
  "antenna_cells": 0,
  "path_delay_family": "buffers and inverters",
  "cts_max_level": 1,
  "setup_viol": 0,
  "crit_chain": "clkdlybuf4s50_1",
  "grt_use_total_pct": 4.31,
  "ys_area_um2": 519,
  "p_int_uw": 176,
  "synthArstFlopShare_pct": 0,
  "setup_tns_ns": 0,
  "layout_top_cell": "clkdlybuf4s50_1",
  "netlist_instances": 57,
  "warnings": 25,
  "synth_area_leader_cell": "dfxtp_1",
  "path_buffers": 1,
  "setup.worst_path.start": "ADDR_G[7]",
  "drt_iter0_drc": 13,
  "worstHoldStart": "ADDR_G[0]",
  "slew_headroom_pct": 46.5,
  "pre_cts_ws_ns": 2.37,
  "clkPwrFrac_pct": 41.8,
  "grt_max_degree": 12,
  "grt_pass1_wl_um": 2180,
  "yosysTopAreaCellShare_pct": 46.3,
  "top_register": "ADDR_G",
  "ctsResizeCount": 0,
  "slew_viol_final": 0,
  "largest_reg_flops": 12,
  "top_cells_by_area": "dfxtp_1, or4_1, a21oi_1",
  "path_max_fanout": 8,
  "layout_top_cells": "clkdlybuf4s50_1, dfxtp_1, a21oi_1, or4_1",
  "yosysSeqAreaShare_pct": 46.3,
  "antenna_found_initial": 0,
  "fp_util_pct": 15.2,
  "drive_gt1_share_pct": 8.22,
  "syn_avg_cell_area_um2": 9.11,
  "startpoint_type": "flop",
  "grt_pass1_vias": 448
}
[cells in the mapped netlist, types with 2 or more instances]
library cell and instances:
or3_1 3, nand4_1 3, nand3_1 4, inv_1 2, o21ai_0 4, o31ai_1 3
a21oi_1 7, nand2_1 2, or4_1 5, nor2_1 4, xor2_1 2, dfxtp_1 12
[final cells by class]
| class | instances | share of cell area (%) |
|---|---|---|
| tap | 46 | 7.86 |
| clock buffer | 4 | 4.96 |
| multi-input combinational | 42 | 35.6 |
| sequential | 12 | 32.8 |
| timing repair buffer | 13 | 17.8 |
| inverter | 2 | 1.03 |
[per-layer routing]
metal / track usage [%] / up-vias / share of wire (%)
met2: 5.78 / 18 / 40
met1: 5.83 / 229 / 49
li1: - / 246 / -
met4: 0.352 / 0 / 0
met5: 0 / - / 0
met3: 2.84 / 0 / 11
[worst max-delay path by stage]
stage / endpoint / depth (start not counted) / slack, ns
CTS: ADDR_G[7] / 1 / 2.09
finish: ADDR_G[7] / 1 / 2.11
global route: ADDR_G[7] / 1 / 2.03
[power groups by stage]
stage	registers [mW]	logic [mW]	clock network, mW
after CTS	0.119	0.0115	0.0951
after global routing	0.119	0.0124	0.103
final	0.119	0.0111	0.0933
[through the flow]
| stage | std cells | instance area, um^2 | total power, mW | util (%) | hold slack (ns) |
|---|---|---|---|---|---|
| final | 119 | 732 | 0.223 | 21.4 | 0.482 |
| after global routing | 119 | 732 | 0.234 | 21.4 | 0.520 |
| after CTS | 119 | 732 | 0.226 | 21.4 | 0.488 |
| after detailed placement | 115 | 696 | 0.133 | 20.4 | 0.470 |
| after global placement | 115 | 696 | 0.133 | 20.4 | 0.458 |
| after floorplan | 57 | 519 | 0.126 | - | 0.430 |
[cells by family (layout without fill, tap and decap cells)]
logic type | Yosys count | in the layout | synth area share, %
buffers and inverters | 3 | 19 | 3.61
flip-flops | 12 | 12 | 46.3
adder cells (fa/ha/maj) | 1 | 1 | 2.41
AND/OR/NAND/NOR | 23 | 23 | 25.3
AND-OR/OR-AND | 15 | 15 | 17.3
XOR/XNOR | 3 | 3 | 5.06
Power and IR drop assume default switching activity.
