### flow/run.sh
#!/bin/bash
# OpenROAD 26Q1-2900-gdf79404cd8, Yosys 0.63+post, stock flow scripts
make -C /OpenROAD-flow-scripts/flow DESIGN_CONFIG=/design/flow/config.mk WORK_HOME=/design/flow/orfs finish
### flow/config.mk
export PLATFORM = sky130hd
export DESIGN_NAME = FAILURE_ADDR
export DESIGN_NICKNAME = FAILURE_ADDR
export VERILOG_FILES = /design/flow/design.v
export SDC_FILE = /design/flow/constraint.sdc
export NUM_CORES = 4
export LEC_CHECK = 1
export CORE_AREA = 10 10 70 70
export DIE_AREA = 0 0 80 80
### flow/constraint.sdc
current_design FAILURE_ADDR

set clk_period 2.8
set clk_io_pct 0.2

create_clock -name clk0 -period $clk_period [get_ports {CLK}]

set non_clock_inputs [all_inputs -no_clocks]
set_input_delay [expr $clk_period * $clk_io_pct] -clock clk0 $non_clock_inputs
set_output_delay [expr $clk_period * $clk_io_pct] -clock clk0 [all_outputs]
### flow/design.v
module FAILURE_ADDR(CLK, RST, ADDR_F);
input CLK;
input RST;
output [11:0]ADDR_F;
reg [11:0]ADDR_F;
always @(posedge CLK)
  begin
    if (~RST)
      ADDR_F <= 11'd0;
    else if (ADDR_F == 11'h15)
      ADDR_F <= 11'd0;
    else
      ADDR_F <= ADDR_F + 1'b1;
  end
endmodule
==> flow_results.org <==
#+TITLE: Implementation results

** Status
- Run status :: completed

** Job
- Number of logged tool warnings :: 26
- Number of maximum-capacitance violations :: 0

** CTS
- Number of clock sinks seen by CTS :: 12
- In this run, CTS created clock tree buffers numbering 3.
- Cells resized by post-CTS repair :: 0
- Looking at the clock tree report, the H-tree level count equals 1.
- On the reported timing paths, the clock transition at the registers reads roughly 80 ps.
- Number of buffers inserted by hold repair at cts :: 0
- Setup Buffers After CTS :: 0
- Clock tree from TritonCTS :: built
- Insertion delay of the later-clocked pin in the worst-skew pair :: 270 ps
- Buffers from clock root to sink, at most :: 2
- Buffer cell driving the clock tree root :: sky130_fd_sc_hd__clkbuf_4

** Route
- Antenna viol nets, final :: 0
- TritonRoute reported its final design rule violation total as 0.
- The routed design has approximately 1400 um of wire.
- The routed design shows a via density per instance of 4.262.
- Detailed routing inserted a total of approximately 520 vias.
- The script logs the mean routed wire length per placed instance as roughly 11 um.
- Detailed router's first-iteration violation count :: 13
- For this run, the script counts the antenna cells in the layout as 0.
- According to the report, the first pass of detailed routing completed in 4 iterations.

** Final timing
- Achievable Freq :: between 500 and 600 MHz
- Hold-check failures listed in the final report amount to 0.
- Setup repair after global routing missed its margin :: false
- Worst-margin pin slew :: between 700 and 800 ps
- Across all setup checks in the final design, the least slack found is ~930 ps.
- Setup total negative slack on the finished layout was measured at 0 ps.
- Pins Over Slew Limit :: 0
- Endpoints with negative setup slack in the final report add up to 0.
- Final critical delay including setup and external delays :: approximately 1900 ps
- In the final run the clock tree shows a worst skew of 4.109 ps.
- Checking max transition, the worst relative margin is between 40% and 50%.
- Post-route period utilization is reported as 66.95%.

** Synthesis
- Distinct cells, synth :: 20
- Synthesized flop and latch total :: 12
- Sorting the synthesis cell report by count puts at the top sky130_fd_sc_hd__dfxtp_1.
- Prevailing post-synth register cell :: sky130_fd_sc_hd__dfxtp_1
- Post-synthesis share of cell area spent on and-or and or-and gates :: between 10% and 20%
- For reference, the top cells by count after synthesis are 12 x sky130_fd_sc_hd__dfxtp_1, 6 x sky130_fd_sc_hd__a21oi_1, 5 x sky130_fd_sc_hd__nand3_1, 5 x sky130_fd_sc_hd__nor2_1.
- Register area share after synthesis :: 43.74%
- Mux frac, synth :: 0%
- Top cells by area :: sky130_fd_sc_hd__dfxtp_1 44%, sky130_fd_sc_hd__a21oi_1 5.5%, sky130_fd_sc_hd__or4_1 5.5%, sky130_fd_sc_hd__ha_1 4.6%, sky130_fd_sc_hd__nand3_1 4.6%
- After synthesis, the chip area reported by Yosys is 549.3 um2.
- Fraction of synthesis flops using an asynchronous set or reset pin :: 0%
- Number of enable flip-flop cells :: 0
- The cell type that accounts for the most area after synthesis is sky130_fd_sc_hd__dfxtp_1.
- Avg Cell Area, Syn :: 9.005 um2
- Summing the areas of all xor and xnor instances in the mapped netlist gives 4.784% of the synthesized area.
- Yosys warning total :: 1
- Synthesis produced a netlist whose cell count is 61.
- For reference, full adder, half adder and majority cells occupy between 4 and 5% of the area reported after synthesis.
- After synthesis, the largest family of logic cells by area is simple AND/OR/NAND/NOR gates.
- The top cell type by area accounts for 43.74% of the synthesized area.
- And+or+nand+nor area frac :: 26.42%
- Yosys stat cell total :: a little over 60
- Post-synthesis instance area :: 549.3 um2

** Pwr
- The design draws 0.0003364 W.
- The internal power of the cells totals approximately 0.00026 W.
- Per report_power, the combinational group accounts for 5.5% of the total.
- The switching component of the power was reported as just over 0.00007 W.
- Net Sw Frac :: 21.41%
- Static Leak :: 0.2351 nW
- Sequential cells burn 53.3% of the power.
- Peak supply drop :: 197.7 uV
- Relative contribution of the clock network to total power :: 41.1%
- In this run the power density over the cells is ~440 nW/um2.

** Global route
- Summed over all routing layers, the global router reports a total usage of 4.358%.
- The via count of the first global-routing pass came to 461.
- Wire length of the first global-routing pass :: 2242 um
- The initial antenna violation count was 0.
- The total overflow left after global routing is 0.
- Largest net degree at the start of global routing :: 12

** Critical path
- Measured in cells, the most critical reg-to-reg path has a length of 3.
- STA puts the critical path data required time at 2940 ps.
- Type of element launching the critical path :: flip-flop
- Largest fanout of any net on the critical path :: 11
- In the setup report, the worst path falls into the class flip-flop to flip-flop.
- Data on the critical path arrives at its endpoint at 2010 ps.
- The worst setup path is captured at a flip-flop.

** Placed design
- Half-perimeter wire length after placement :: 991.3 um
- The placement report lists the number of port buffers as 13.
- Placement Setup Slack :: 945.6 ps
- Gp weighted congestion :: about 0.80
- Summing all placed instances gives a cell area of 720.7 um2.

** Cells and area
- The registers reported with the highest flop counts are ADDR_F (12).
- The post-route netlist has 7.895% of its cells at a drive strength greater than 1.
- More flip-flops sit in one register than any other, and that register is ADDR_F.
- Fin util :: 22.16%
- Once layout is done, the placed cells without fillers occupy 757.0 um2.
- Max FFs per register :: 12
- Area growth syn-to-layout :: 37.81%

** Die
- Effective utilization at floorplan :: 16.08%
- The total area inside the core boundary comes to 3416 um2.
- Number of standard-cell rows in the floorplan :: 21
- For this design the top-level I/O count stands at 14.
- Die area :: 6400 um2
- Die Span X :: 80 um
- Height of the chip :: 80 um

** Worst hold path
- The type recorded for the worst min-delay path is flip-flop to flip-flop.
- The report gives the cell count of the worst hold path as 1.
## critical path, cell delays in order (launching register included)
cell	delay, ps
sky130_fd_sc_hd__dfxtp_1	370
sky130_fd_sc_hd__or4_1	550
sky130_fd_sc_hd__o31ai_2	710
sky130_fd_sc_hd__nor2_1	100
## final cells by class
cell class | instances | area (um2)
fill | 381 | 2659
multi-input combinational | 46 | 289.0
sequential | 12 | 240.2
timing repair buffer | 13 | 130.1
tap | 46 | 57.56
clock buffer | 4 | 36.28
inverter | 1 | 3.754
## final timing paths
check,end,start,slack (ps)
max,ADDR_F[4]$_SDFF_PP0_,ADDR_F[7]$_SDFF_PP0_,930
min reg2reg,ADDR_F[0]$_SDFF_PP0_,ADDR_F[0]$_SDFF_PP0_,510
max reg2reg,ADDR_F[4]$_SDFF_PP0_,ADDR_F[7]$_SDFF_PP0_,930
min,ADDR_F[0]$_SDFF_PP0_,ADDR_F[0]$_SDFF_PP0_,510
## cells by family after synthesis
group	after synthesis
adders and majority gates	2
buffers and inverters	3
xor gates and xnor gates	3
AOI/OAI and AO/OA	15
and+or+nand+nor	26
DFF	12
## power by group through the flow
stage | clock network [W] | logic (W) | registers (W)
global route | 0.000153 | 0.0000210 | 0.000180
CTS | 0.000143 | 0.0000190 | 0.000180
finish | 0.000138 | 0.0000187 | 0.000179
## layout by cell type (no fill, tap or decap), types with 2 or more instances in the layout
cell and n:
sky130_fd_sc_hd__a21oi_1 6, sky130_fd_sc_hd__clkbuf_4 3, sky130_fd_sc_hd__clkdlybuf4s50_1 13, sky130_fd_sc_hd__dfxtp_1 12, sky130_fd_sc_hd__ha_1 2, sky130_fd_sc_hd__nand2_1 3, sky130_fd_sc_hd__nand3_1 5, sky130_fd_sc_hd__nand4_1 3
sky130_fd_sc_hd__nor2_1 5, sky130_fd_sc_hd__o21ai_0 4, sky130_fd_sc_hd__o31ai_1 3, sky130_fd_sc_hd__or3_1 4, sky130_fd_sc_hd__or4_1 4, sky130_fd_sc_hd__xor2_1 2
## per-stage QoR
stage,hold WS [ps],cells
final,506.5,122
after global routing,516.5,122
after CTS,506.9,122
after detailed placement,483.4,118
after global placement,466.3,118
after floorplan,433.6,61
## metal layers
layer / vias to the layer above / wire, um / track usage (%)
met5: - / 0 / 0
met4: 0 / 11 / 0.5282
met3: 2 / 159 / 2.727
met2: 22 / 547 / 5.698
met1: 235 / 643 / 6.026
li1: 261 / - / -
No activity file was given, so power comes from the tool's default toggle rates.
