==> flow/constraint.sdc <==
current_design REGISTER

set clk_period 1.0
set clk_io_pct 0.2

create_clock -name clk0 -period $clk_period [get_ports {CLK}]

set non_clock_inputs [all_inputs -no_clocks]
set_input_delay [expr $clk_period * $clk_io_pct] -clock clk0 $non_clock_inputs
set_output_delay [expr $clk_period * $clk_io_pct] -clock clk0 [all_outputs]
==> flow/design.v <==
module REGISTER(CLK, RST, EN, NOW_STATE, STATE, MATCHING_START);
input CLK;
input RST;
input EN;
input [7:0] NOW_STATE;
output [7:0] STATE;
reg [7:0] STATE;
output MATCHING_START;
reg MATCHING_START;
always@ (posedge CLK) begin
  if(EN == 1)begin
    STATE <= NOW_STATE;
    MATCHING_START = 1;
  end else
    STATE = 0;
    MATCHING_START = 1;
end
endmodule
==> flow/config.mk <==
export PLATFORM = sky130hd
export DESIGN_NAME = REGISTER
export DESIGN_NICKNAME = REGISTER
export VERILOG_FILES = /design/flow/design.v
export SDC_FILE = /design/flow/constraint.sdc
export NUM_CORES = 4
export LEC_CHECK = 1
export CORE_AREA = 10 10 70 70
export DIE_AREA = 0 0 80 80
==> flow/run.sh <==
#!/bin/bash
# OpenROAD 26Q1-2900-gdf79404cd8, Yosys 0.63+post, stock flow scripts
make -C /OpenROAD-flow-scripts/flow DESIGN_CONFIG=/design/flow/config.mk WORK_HOME=/design/flow/orfs finish
==> impl_metrics.csv <==
group,metric,value,unit
logic_synthesis,ys_ff,8,
detailed_routing,first_pass_iters,2,
cts,cts_post_setup_buffers_inserted,0,
logic_synthesis,avgSynthCellArea,12.3,µm²
detailed_routing,ant_nets,0,
worst_setup_path,critPathKind,"reg -> out",
detailed_routing,via_per_inst,2.14,
detailed_routing,drc,0,
logic_synthesis,simple_gate_area_share,22.6,%
power_and_ir_drop,clock_power_share,36.3,%
logic_synthesis,synth-edff-count,0,
power_and_ir_drop,p_seq_share,53.2,%
logic_synthesis,common_cells,"and2_1 (8), dfxtp_1 (8), buf_4 (1), conb_1 (1)",
logic_synthesis,yosysSeqAreaShare,72.3,%
detailed_routing,drt-initial-drc-count,5,
logic_synthesis,synth_top_area_share,72.3,%
worst_setup_path,max_stage_delay,0.29,ns
logic_synthesis,synthTopLogicFamily,"simple AND/OR/NAND/NOR gates",
detailed_routing,wl_per_cell,8.05,µm
final_timing,holdWs,0.515,ns
hold_path,hold_class,"in -> reg",
cells_and_area,reg_top3,"STATE (8)",
floorplanning,floorplan.core_util,6.48,%
hold_path,whs_path_depth,2,
cells_and_area,drive_gt1_share,10.8,%
power_and_ir_drop,leakagePower,0.188,nW
global_routing,first_global_vias,201,
logic_synthesis,async_reset_ff_share,0,%
power_and_ir_drop,p_comb_share,10.5,%
worst_setup_path,cpLargestDelayFamily,"flip-flops",
place,gp_congestion,0.640,
final_timing,period_used_share,97.0,%
worst_setup_path,critPathArrivalTime,0.77,ns
power_and_ir_drop,net-switching-power,0.000111,W
logic_synthesis,yosys-top-cells-area,"dfxtp_1 (72%), and2_1 (23%), buf_4 (3.4%), conb_1 (1.7%)",
global_routing,grt_usage,1.90,%
hold_path,hold_path_end,"STATE[6]$_SDFF_PN0_",
logic_synthesis,syn-instance-count,18,
hold_path,hp-start,"NOW_STATE[6]",
floorplanning,std_cell_rows,21,
worst_setup_path,cp_num_buf_inv,1,
floorplanning,die_x,80,µm
cts,ctsHoldBuffers,0,
logic_synthesis,yosys_cells,18,
cts,numCtsBuffers,3,
worst_setup_path,cp-start-kind,"flop",
cts,cts_max_path_buffers,2,
logic_synthesis,ys_sh_mux,0,%
final_timing,slew_viol_final,0,
final_timing,finalHoldViolations,0,
global_routing,antenna_found_initial,0,
worst_setup_path,path_cells,"dlygate4sd2_1",
logic_synthesis,ys.flop_type,"dfxtp_1",
detailed_routing,antennaDiodeCount,0,
power_and_ir_drop,swShare,17.4,%
logic_synthesis,ys_sh_xor,0,%
final_timing,timing.final.crit_period,0.970,ns
cells_and_area,fin_area,459,µm²
cts,cts.sink_count,8,
worst_setup_path,worstPathRequired,0.80,ns
place,io_buffers,17,
logic_synthesis,adder_share,0,%
worst_setup_path,cpMaxStageDelayCell,"dfxtp_1",
worst_setup_path,worstSetupEndpointType,"output port",
cts,cts_tree,"yes",
detailed_routing,wirelength,668,µm
logic_synthesis,yosys_area,221,µm²
global_routing,grt_pass1_wl,966,µm
place,placed_area,442,µm²
power_and_ir_drop,intPower,0.000528,W
final_timing,rsz0062_at_grt,"false",
floorplanning,die_h,80,µm
outcome,outcome,"finished, final reports clean",
cts,htreeDepth,1,
flow_run,maxCapViolCount,0,
cells_and_area,area_delta_synth_final,107,%
final_timing,max_freq,1030,MHz
final_timing,setup_viol,0,
detailed_routing,vias,178,
global_routing,globalRouteOverflowTotal,0,
floorplanning,ioPinCount,20,
logic_synthesis,yosysUniqueCellTypes,4,
logic_synthesis,ys_sh_aoi,0,%
cells_and_area,largest_reg_flops,8,
logic_synthesis,yosys_warnings,1,
floorplanning,coreArea,3420,µm²
flow_run,tool_warnings,26,
floorplanning,die_area,6400,µm²
cts,clock-root-buffer,"clkbuf_4",
logic_synthesis,top_area_cell,"dfxtp_1",
cts,clk_pin_slew,0.05,ns
cells_and_area,regMostFlops,"STATE",
logic_synthesis,netlist_area,221,µm²
global_routing,grt_max_degree,9,
power_and_ir_drop,vdd_drop_max,0.000149,V
worst_setup_path,critPathMaxFanout,1,
power_and_ir_drop,cellPowerDensity,1390,nW/µm²
==> kinds of logic (layout without fill, tap and decap cells) <==
logic type    count (synthesis)  count (layout)
flops                         8               8
simple gates                  8               8
other cells                   1               1
buf+inv                       1              20
==> per-stage QoR <==
step	std cells	utilization (%)	power, W	worst slack (ns)	TNS [ns]
CTS	83	13.3	0.000654	0.00844	0
detailed placement	80	12.9	0.000426	-0.0674	-0.393
floorplan	18	-	0.000355	0.538	0
global route	83	13.4	0.000680	0.000432	0
global placement	80	12.9	0.000425	-0.0552	-0.278
finish	83	13.4	0.000639	0.0302	0
==> placed cells by master (no fill, tap or decap), drive strengths merged <==
| cell type | netlist | layout |
|---|---|---|
| clkbuf | 0 | 3 |
| conb | 1 | 1 |
| clkdlybuf4s50 | 0 | 9 |
| dlygate4sd2 | 0 | 5 |
| and2 | 8 | 8 |
| dfxtp | 8 | 8 |
| clkdlybuf4s15 | 0 | 3 |
==> what timing repair did <==
action	in CTS	in global routing
endpoints found under the hold margin	0	0
endpoints found under the setup margin	8	3
gates resized	8	4
==> cell type report <==
| type | instances | area [µm²] |
|---|---|---|
| well taps | 46 | 57.6 |
| fillers | 396 | 2960 |
| flip-flops and latches | 8 | 161 |
| repair buffers | 17 | 164 |
| clock buffers | 3 | 22.5 |
| multi-input cells | 9 | 53.8 |
==> worst max path at each step <==
| stage | from | slack [ns] | to | cells past startpoint |
|---|---|---|---|---|
| global route | STATE[7]$_SDFF_PN0_ | 0.0004 | STATE[7] | 1 |
| CTS | STATE[2]$_SDFF_PN0_ | 0.008 | STATE[2] | 1 |
| finish | STATE[7]$_SDFF_PN0_ | 0.03 | STATE[7] | 1 |
==> per-layer routing <==
| layer | GRT usage (%) | wire (µm) |
|---|---|---|
| met1 | 1.54 | 199 |
| met2 | 4.01 | 425 |
| met3 | 0.227 | 17 |
| met4 | 1.23 | 26 |
| met5 | 0 | 0 |
==> power by group through the flow <==
stage	clock network, W	logic, W	registers (W)
4_1_cts	0.000246	0.0000683	0.000340
6_report	0.000232	0.0000671	0.000340
5_1_grt	0.000266	0.0000731	0.000341
No activity file was given, so power comes from the tool's default toggle rates.
